===== config.mk =====
export PLATFORM = sky130hd
export DESIGN_NAME = StallUnit
export DESIGN_NICKNAME = StallUnit
export VERILOG_FILES = /design/flow/design.v
export SDC_FILE = /design/flow/constraint.sdc
export NUM_CORES = 4
export LEC_CHECK = 1
export CORE_AREA = 10 10 92 92
export DIE_AREA = 0 0 102 102

===== constraint.sdc =====
current_design StallUnit

set clk_period 4.3
set clk_io_pct 0.2

create_clock -name clk0 -period $clk_period

set non_clock_inputs [all_inputs -no_clocks]
set_input_delay [expr $clk_period * $clk_io_pct] -clock clk0 $non_clock_inputs
set_output_delay [expr $clk_period * $clk_io_pct] -clock clk0 [all_outputs]

===== design.v =====
module StallUnit(input [31:0] instr_D,instr_E,instr_M,
                 input      busy,start,
                 output reg stall);
   always @(*)
     begin
	  if((busy || start) && (muldiv(instr_D) || mt(instr_D) || mf(instr_D)))
          stall <= 1'b1;
     else if(load(instr_E)) 
          begin
             if(beqbne(instr_D) && instr_E[20:16] == instr_D[20:16])
               stall <= 1'b1;
             else if(bjj(instr_D) && instr_E[20:16] == instr_D[25:21])
               stall <= 1'b1;
             else if(cal_r(instr_D) && instr_E[20:16] == instr_D[20:16])
               stall <= 1'b1;
             else if((cal_r(instr_D) || cal_i(instr_D) || load(instr_D) || store(instr_D) || mt(instr_D))  && instr_E[20:16] == instr_D[25:21])
               stall <= 1'b1;
             else 
               stall <= 1'b0;
          end  
        else if(cal_i(instr_E))  
          begin
             if(beqbne(instr_D) && instr_E[20:16] == instr_D[20:16])
               stall <= 1'b1;
             else if(bjj(instr_D) && instr_E[20:16] == instr_D[25:21]) 
               stall <= 1'b1;
             else 
               stall <= 1'b0;
          end
        else if(cal_r(instr_E) && instr_E[15:11] != 5'b0 || mt(instr_E))  
          begin
             if(beqbne(instr_D) && instr_E[15:11] == instr_D[20:16])
               stall <= 1'b1;
             else if(bjj(instr_D) && instr_E[15:11] == instr_D[25:21]) 
               stall <= 1'b1;
             else 
               stall <= 1'b0;
          end
        else if(load(instr_M))
          begin
             if(beqbne(instr_D) && instr_M[20:16] == instr_D[20:16])
               stall <= 1'b1;
             else if(bjj(instr_D) && instr_M[20:16] == instr_D[25:21]) 
               stall <= 1'b1;
             else 
               stall <= 1'b0;
          end
        else 
          stall <= 1'b0;
     end  
function load;
   input [31:0] instr;
    load = ((instr[31:26] == 6'h20) || (instr[31:26] == 6'h24) || (instr[31:26] == 6'h21) || (instr[31:26] == 6'h25) || (instr[31:26] == 6'h23));
endfunction  
function beqbne;
   input [31:0] instr;
    beqbne = ((instr[31:26] == 6'h4) || (instr[31:26] == 6'h5));
endfunction  
function bjj; 
   input [31:0] instr;
    bjj  = ((instr[31:26] == 6'h4) || (instr[31:26] == 6'h5) || (instr[31:26] == 6'h6) || (instr[31:26] == 6'h7) || (instr[31:26] == 6'h1 && instr[20:16] == 6'h0) || (instr[31:26] == 6'h1 && instr[20:16] == 6'h1) || (instr[31:26] == 6'h0 && instr[5:0] == 6'h9) || (instr[31:26] == 6'h0 && instr[5:0] == 6'h8));
endfunction  
function cal_r; 
   input [31:0] instr;
    cal_r = ((instr[31:26] == 6'h0 && instr[5:0] == 6'h20) || (instr[31:26] == 6'h0 && instr[5:0] == 6'h21) || (instr[31:26] == 6'h0 && instr[5:0] == 6'h22) || (instr[31:26] == 6'h0 && instr[5:0] == 6'h23) || (instr[31:26] == 6'h0 && instr[5:0] == 6'h2a) || (instr[31:26] == 6'h0 && instr[5:0] == 6'h2b) || (instr[31:26] == 6'h0 && instr[5:0] == 6'h0) || (instr[31:26] == 6'h0 && instr[5:0] == 6'h2) || (instr[31:26] == 6'h0 && instr[5:0] == 6'h3) || (instr[31:26] == 6'h0 && instr[5:0] == 6'h4) || (instr[31:26] == 6'h0 && instr[5:0] == 6'h6) || (instr[31:26] == 6'h0 && instr[5:0] == 6'h7) || (instr[31:26] == 6'h0 && instr[5:0] == 6'h24) || (instr[31:26] == 6'h0 && instr[5:0] == 6'h25) || (instr[31:26] == 6'h0 && instr[5:0] == 6'h26) || (instr[31:26] == 6'h0 && instr[5:0] == 6'h27));
endfunction  
function cal_i; 
   input [31:0] instr;
    cal_i = ((instr[31:26] == 6'h8) || (instr[31:26] == 6'h9) || (instr[31:26] == 6'hd) || (instr[31:26] == 6'he) || (instr[31:26] == 6'hf) || (instr[31:26] == 6'ha) || (instr[31:26] == 6'hb));
endfunction  
function store;
   input [31:0] instr;
    store = ((instr[31:26] == 6'h28) || (instr[31:26] == 6'h29) || (instr[31:26] == 6'h2b));
endfunction  
function muldiv;
   input [31:0] instr;
    muldiv = ((instr[31:26] == 6'h0 && instr[5:0] == 6'h18) || (instr[31:26] == 6'h0 && instr[5:0] == 6'h19) || (instr[31:26] == 6'h0 && instr[5:0] == 6'h1a) || (instr[31:26] == 6'h0 && instr[5:0] == 6'h1b));
endfunction  
function mt;
   input [31:0] instr;
    mt = ((instr[31:26] == 6'h0 && instr[5:0] == 6'h11) || (instr[31:26] == 6'h0 && instr[5:0] == 6'h13));
endfunction  
function mf;
   input [31:0] instr;
    mf = ((instr[31:26] == 6'h0 && instr[5:0] == 6'h10) || (instr[31:26] == 6'h0 && instr[5:0] == 6'h12));
endfunction  
function jal;
   input [31:0] instr;
    jal = (instr[31:26] == 6'h3);
endfunction  
function jalr;
   input [31:0] instr;
    jalr = (instr[31:26] == 6'h0 && instr[5:0] == 6'h9);
endfunction  
endmodule  
module HazardUnit(input [31:0] instr_D,instr_E,instr_M,instr_W,
                  output reg [1:0] FowardRSD,FowardRTD,FowardRSE,FowardRTE,
                  output reg       FowardRTM);
   always @(*) 
     if((cal_r(instr_M) && instr_M[15:11] != 5'b0 || mf(instr_M)) && instr_M[15:11] == instr_D[25:21])  
       FowardRSD <= 2'b01;
     else if(cal_i(instr_M) && instr_M[20:16] == instr_D[25:21])  
       FowardRSD <= 2'b01;
     else if((jal(instr_M) && instr_D[25:21] == 5'h1f) || ( jalr(instr_M) && instr_D[25:21] == instr_M[15:11]))  
       FowardRSD <= 2'b10;
     else
       FowardRSD <= 2'b00;
   always @(*)  
     if((cal_r(instr_M) && instr_M[15:11] != 5'b0 || mf(instr_M)) && instr_M[15:11] == instr_D[20:16])
       FowardRTD <= 2'b01;
     else if(cal_i(instr_M) && instr_M[20:16] == instr_D[20:16])
       FowardRTD <= 2'b01;
     else if((jal(instr_M) && instr_D[20:16] == 5'h1f) || ( jalr(instr_M) && instr_D[20:16] == instr_M[15:11]))
       FowardRTD <= 2'b10;
     else
       FowardRTD <= 2'b00;
   always @(*)  
     if((cal_r(instr_M) && instr_M[15:11] != 5'b0 || mf(instr_M)) && instr_M[15:11] == instr_E[25:21])  
       FowardRSE <= 2'b01;
     else if(cal_i(instr_M) && instr_M[20:16] == instr_E[25:21])  
       FowardRSE <= 2'b01;
     else if((jal(instr_M) && instr_E[25:21] == 5'h1f) || (jalr(instr_M) && instr_E[25:21] == instr_M[15:11]))  
       FowardRSE <= 2'b10;
     else if((cal_r(instr_W) && instr_W[15:11] != 5'b0 || mf(instr_W)) && instr_W[15:11] == instr_E[25:21])  
       FowardRSE <= 2'b11;
     else if(cal_i(instr_W) && instr_W[20:16] == instr_E[25:21])  
       FowardRSE <= 2'b11;
     else if(load(instr_W) && instr_W[20:16] == instr_E[25:21])  
       FowardRSE <= 2'b11;
     else if((jal(instr_W) && instr_E[25:21] == 5'h1f) || (jalr(instr_W) && instr_E[25:21] == instr_W[15:11]))
       FowardRSE <= 2'b11;
     else
       FowardRSE <= 2'b00;
   always @(*)  
     if((cal_r(instr_M) && instr_M[15:11] != 5'b0 || mf(instr_M)) && instr_M[15:11] == instr_E[20:16])  
       FowardRTE <= 2'b01;
     else if(cal_i(instr_M) && instr_M[20:16] == instr_E[20:16])  
       FowardRTE <= 2'b01;
     else if((jal(instr_M) && instr_E[20:16] == 5'h1f) || (jalr(instr_M) && instr_E[20:16] == instr_M[15:11]))  
       FowardRTE <= 2'b10;
     else if((cal_r(instr_W) && instr_W[15:11] != 5'b0 || mf(instr_W)) && instr_W[15:11] == instr_E[20:16])  
       FowardRTE <= 2'b11;
     else if(cal_i(instr_W) && instr_W[20:16] == instr_E[20:16])  
       FowardRTE <= 2'b11;
     else if(load(instr_W) && instr_W[20:16] == instr_E[20:16])  
       FowardRTE <= 2'b11;
     else if((jal(instr_W) && instr_E[20:16] == 5'h1f) || (jalr(instr_W) && instr_E[20:16] == instr_W[15:11]))
       FowardRTE <= 2'b11;
     else
       FowardRTE <= 2'b00;
   always @(*)  
     if((cal_r(instr_W) && instr_W[15:11] != 5'b0 || mf(instr_W)) && instr_W[15:11] == instr_M[20:16])  
       FowardRTM <= 1'b1;
     else if((cal_i(instr_W) || load(instr_W)) && instr_W[20:16] == instr_M[20:16])  
       FowardRTM <= 1'b1;
     else if((jal(instr_W) && instr_M[20:16] == 5'h1f) || (jalr(instr_W) && instr_W[15:11] == instr_M[20:16]))  
       FowardRTM <= 1'b1;
     else
       FowardRTM <= 1'b0;
function load;
   input [31:0] instr;
    load = ((instr[31:26] == 6'h20) || (instr[31:26] == 6'h24) || (instr[31:26] == 6'h21) || (instr[31:26] == 6'h25) || (instr[31:26] == 6'h23));
endfunction  
function beqbne;
   input [31:0] instr;
    beqbne = ((instr[31:26] == 6'h4) || (instr[31:26] == 6'h5));
endfunction  
function bjj; 
   input [31:0] instr;
    bjj  = ((instr[31:26] == 6'h4) || (instr[31:26] == 6'h5) || (instr[31:26] == 6'h6) || (instr[31:26] == 6'h7) || (instr[31:26] == 6'h1 && instr[20:16] == 6'h0) || (instr[31:26] == 6'h1 && instr[20:16] == 6'h1) || (instr[31:26] == 6'h0 && instr[5:0] == 6'h9) || (instr[31:26] == 6'h0 && instr[5:0] == 6'h8));
endfunction  
function cal_r; 
   input [31:0] instr;
    cal_r = ((instr[31:26] == 6'h0 && instr[5:0] == 6'h20) || (instr[31:26] == 6'h0 && instr[5:0] == 6'h21) || (instr[31:26] == 6'h0 && instr[5:0] == 6'h22) || (instr[31:26] == 6'h0 && instr[5:0] == 6'h23) || (instr[31:26] == 6'h0 && instr[5:0] == 6'h2a) || (instr[31:26] == 6'h0 && instr[5:0] == 6'h2b) || (instr[31:26] == 6'h0 && instr[5:0] == 6'h0) || (instr[31:26] == 6'h0 && instr[5:0] == 6'h2) || (instr[31:26] == 6'h0 && instr[5:0] == 6'h3) || (instr[31:26] == 6'h0 && instr[5:0] == 6'h4) || (instr[31:26] == 6'h0 && instr[5:0] == 6'h6) || (instr[31:26] == 6'h0 && instr[5:0] == 6'h7) || (instr[31:26] == 6'h0 && instr[5:0] == 6'h24) || (instr[31:26] == 6'h0 && instr[5:0] == 6'h25) || (instr[31:26] == 6'h0 && instr[5:0] == 6'h26) || (instr[31:26] == 6'h0 && instr[5:0] == 6'h27));
endfunction  
function cal_i; 
   input [31:0] instr;
    cal_i = ((instr[31:26] == 6'h8) || (instr[31:26] == 6'h9) || (instr[31:26] == 6'hd) || (instr[31:26] == 6'he) || (instr[31:26] == 6'hf) || (instr[31:26] == 6'ha) || (instr[31:26] == 6'hb));
endfunction  
function store;
   input [31:0] instr;
    store = ((instr[31:26] == 6'h28) || (instr[31:26] == 6'h29) || (instr[31:26] == 6'h2b));
endfunction  
function muldiv;
   input [31:0] instr;
    muldiv = ((instr[31:26] == 6'h0 && instr[5:0] == 6'h18) || (instr[31:26] == 6'h0 && instr[5:0] == 6'h19) || (instr[31:26] == 6'h0 && instr[5:0] == 6'h1a) || (instr[31:26] == 6'h0 && instr[5:0] == 6'h1b));
endfunction  
function mt;
   input [31:0] instr;
    mt = ((instr[31:26] == 6'h0 && instr[5:0] == 6'h11) || (instr[31:26] == 6'h0 && instr[5:0] == 6'h13));
endfunction  
function mf;
   input [31:0] instr;
    mf = ((instr[31:26] == 6'h0 && instr[5:0] == 6'h10) || (instr[31:26] == 6'h0 && instr[5:0] == 6'h12));
endfunction  
function jal;
   input [31:0] instr;
    jal = (instr[31:26] == 6'h3);
endfunction  
function jalr;
   input [31:0] instr;
    jalr = (instr[31:26] == 6'h0 && instr[5:0] == 6'h9);
endfunction  
endmodule  

===== run.sh =====
#!/bin/bash
# OpenROAD 26Q1-2900-gdf79404cd8, Yosys 0.63+post, stock flow scripts
make -C /OpenROAD-flow-scripts/flow DESIGN_CONFIG=/design/flow/config.mk WORK_HOME=/design/flow/orfs finish

==> metrics.csv <==
metric;value;unit
status;completed;
gp_congestion;0.877;
die-area;10400;um^2
port_buffers;58;
dp_cells;247;
grt_max_degree;5;
drt_wl_total;3400;um
syn_area_per_cell;7.00;um^2
grt_overflow;0;
num_vias;984;
startpoint;instr_D[18];
ir_drop;0.0319;mV
grt_pass1_vias;1046;
yosys_cells;102;
vias_per_cell;3.98;
min_period;4.18;ns
wl_per_cell;13.7;um
p_leak;0.502;nW
cts_hold_buf;0;
drive_above_1_share;8.24;%
antenna_found_initial;0;
instances_no_fill;247;
min_path_type;primary input to output pin;
ant_nets;0;
crit_path_max_fanout;2;
cp_data_required_time;3.44;ns
cts_setup_buffers;0;
endpoint_kind;output pin;
n_sequential_cell;0;
path_class;primary input to output pin;
drt_iter0_markers;33;
dp_hpwl;3200;um
die_h;102;um
yosysTopAreaCell;xnor2_1;
n_clock_buffer;0;
syn-instance-count;102;
area_growth;107;%
num_rows;29;
ys_types;34;
holdWs;2.78;ns
drv_cap;0;
postSynthSeqShare;0;%
top_cells_by_area;xnor2_1, xor2_1, nand3_1, nor2b_1, nor4_1;
p_total;118;uW
ys.warnings.count;1;
rsz0062_at_grt;false;
diodes;0;
io_pins;99;
drc;0;
start_kind;primary input;
synth_area;714;um^2
grt_use_total;6.28;%
hp-start;instr_M[31];
warnings;73;
arrival;3.32;ns
dp_slack;-0.0487;ns
dr.pass1.iters;4;
finalHoldViolations;0;
report.final.setup_viol;0;
yosys.area.top_type_share;18.4;%
p_per_area;79.9;nW/um^2
post_cts_resized;3;
slew_violations;0;
fp_util;11.1;%
ys_area;714;um^2
fin_util;22.9;%
layout_top_cell;clkdlybuf4s50_1;
worst_slack;0.119;ns
fin_crit_sh;97.2;%
core_area;6460;um^2
lay_top_cells;clkdlybuf4s50_1, xnor2_1, xor2_1;
fp.dieW;102;um
slew_headroom;72.1;%
seqCellArea;0;um^2
grt_pass1_wl;5290;um
fmax;239;MHz
worst_slew_pin_slew;0.418;ns
-- Yosys cell counts, types with 2 or more instances --
library cell	number
nor2b_1	5
nand3_1	8
xor2_1	15
xnor2_1	15
nor3_1	3
nand2b_1	3
nor4_1	5
a211o_1	2
a211oi_1	2
nor2_1	4
nor3b_1	2
nand2_1	5
o21ai_0	6
inv_1	6
or4_1	2
-- per-layer routing --
metal	global-route usage, %	wire length (um)	share of wire (%)	up-vias
li1	-	-	-	521
met4	0	0	0	0
met2	11.3	1700	50	27
met5	0	0	0	-
met1	7.94	1480	44	436
met3	1.43	215	6.3	0
-- worst max-delay path: stages --
cell and delay [ns]:
clkdlybuf4s50_1 0.43, nor4_2 0.21, a31oi_1 0.11, o32a_1 0.32
or4_1 0.53, a211o_1 0.30, nand3_1 0.06, clkdlybuf4s50_1 0.48
-- area by class of cell --
| class | instances | area (um^2) |
|---|---|---|
| timing repair buffer | 68 | 653 |
| multi-input combinational | 96 | 704 |
| fill | 699 | 4980 |
| inverter | 6 | 22.5 |
| tap | 77 | 96.3 |
-- worst paths after layout --
| kind | to | slack [ns] | cells after the start |
|---|---|---|---|
| setup / recovery | stall | 0.12 | 8 |
| hold / removal | stall | 2.78 | 5 |
-- metrics by stage --
step                setup TNS [ns]  instance area (um^2)
finish                           0                  1480
global route                     0                  1480
CTS                              0                  1470
detailed placement         -0.0487                  1470
global placement           -0.0778                  1470
floorplan                        0                   714
-- power by group --
group	leakage [nW]	switching (mW)	internal, mW
clock network	0	0	0
logic	0.502	0.0430	0.0749
registers	0	0	0
-- logic make-up after synthesis --
logic type | after synthesis | synth area share [%]
xor+xnor | 30 | 36.8
simple gates | 43 | 35.6
compound gates | 23 | 24.5
buf+inv | 6 | 3.15
Power and IR drop assume default switching activity.
